==> /design/flow/design.v <==
`timescale 1ns / 1ps
module multi_digit_displayer(
    input logic clk,
    input logic [15:0] sw,
    output logic [0:6] seg,  
    output logic [3:0] an
);
    reg [1:0] active_digit = 0;
    integer refresh_counter = 0;
    wire [0:6] seg0, seg1, seg2, seg3;
    bcd_to_7_segment converter0(clk, sw[3:0], seg0);
    bcd_to_7_segment converter1(clk, sw[7:4], seg1);
    bcd_to_7_segment converter2(clk, sw[11:8], seg2);
    bcd_to_7_segment converter3(clk, sw[15:12], seg3);
    always @(posedge clk) begin
        refresh_counter <= refresh_counter + 1;
        if (refresh_counter == 250000) begin
            refresh_counter <= 0;
            active_digit <= active_digit + 1;
            if (active_digit == 3) active_digit <= 0;
        end
    end
    always @(*) begin
        case (active_digit)
            2'b00: begin
                seg = seg0;
                an = 4'b1110;
            end
            2'b01: begin
                seg = seg1;
                an = 4'b1101;
            end
            2'b10: begin
                seg = seg2;
                an = 4'b1011;
            end
            2'b11: begin
                seg = seg3;
                an = 4'b0111;
            end
        endcase
    end
endmodule
`timescale 1ns / 1ps
module four_digit_bcd_counter(
      input logic clk,
      input logic [15:0] sw,
      input logic btnU, 
      input logic btnL, 
      output logic [0:6] seg,
      output logic [3:0] an
    );
    reg [15:0] cnt;
    integer a = 0;
    multi_digit_displayer mdt(clk, cnt, seg, an);
    always_ff @(posedge clk) begin
        a = a + 1;
        if (a > 50000000) begin
            cnt <= cnt  + 1;
            if (btnU) begin
                cnt <= 16'b0000000000000000;
            end else if (btnL) begin
                cnt <= sw;
            end else if (cnt[15:0] == 16'b1001100110011001) begin
                cnt[15:0] <= 0;
            end else if (cnt[11:0] == 12'b100110011001) begin
                cnt[11:0] <= 12'b000000000000;
                cnt[15:12] <= cnt[15:12] + 1;
            end else if (cnt[7:0] == 8'b10011001) begin
                cnt[7:0] <= 8'b00000000;
                cnt[11:8] <= cnt[11:8] + 1;
            end else if (cnt[3:0] == 4'b1001) begin
                cnt[3:0] <= 4'b0000;
                cnt[7:4] <= cnt[7:4] + 1;                                                                                                                                                                                                                                                                                                                                                                                                                                                                                                                                                                                                                  
            end else begin
                cnt[3:0] <= cnt[3:0] + 1;
            end
            a = 0;
        end
    end
endmodule
`timescale 1ns / 1ps
module bcd_to_7_segment(
    input logic clk,
    input logic [3:0] bcd,
    output logic [0:6] seg 
);
    always @(posedge clk) begin
        case(bcd)
        4'b0000: seg = 7'b0000001;  
        4'b0001: seg = 7'b1001111;  
        4'b0010: seg = 7'b0010010;  
        4'b0011: seg = 7'b0000110;  
        4'b0100: seg = 7'b1001100;  
        4'b0101: seg = 7'b0100100;  
        4'b0110: seg = 7'b0100000;  
        4'b0111: seg = 7'b0001111;  
        4'b1000: seg = 7'b0000000;  
        4'b1001: seg = 7'b0000100;  
        4'b1010: seg = 7'b0001000;  
        4'b1011: seg = 7'b1100000;  
        4'b1100: seg = 7'b0110001;  
        4'b1101: seg = 7'b1000010;  
        4'b1110: seg = 7'b0110000;  
        4'b1111: seg = 7'b0111000;  
        default: seg = 7'b1111111;
        endcase
    end
endmodule
==> /design/flow/config.mk <==
export PLATFORM = sky130hd
export DESIGN_NAME = four_digit_bcd_counter
export DESIGN_NICKNAME = four_digit_bcd_counter
export VERILOG_FILES = /design/flow/design.v
export SDC_FILE = /design/flow/constraint.sdc
export NUM_CORES = 4
export LEC_CHECK = 1
export CORE_UTILIZATION = 50
==> /design/flow/run.sh <==
#!/bin/bash
# OpenROAD 26Q1-2900-gdf79404cd8, Yosys 0.63+post, stock flow scripts
make -C /OpenROAD-flow-scripts/flow DESIGN_CONFIG=/design/flow/config.mk WORK_HOME=/design/flow/orfs finish
==> /design/flow/constraint.sdc <==
current_design four_digit_bcd_counter

set clk_period 9.8
set clk_io_pct 0.2

create_clock -name clk0 -period $clk_period [get_ports {clk}]

set non_clock_inputs [all_inputs -no_clocks]
set_input_delay [expr $clk_period * $clk_io_pct] -clock clk0 $non_clock_inputs
set_output_delay [expr $clk_period * $clk_io_pct] -clock clk0 [all_outputs]
==> deck_impl_summary.md <==
Synthesis and Place & Route Summary

Run status
  • Status: completed

Power
  • Switch share: 0.213
  • P_leak: 2.49 nW
  • Psw: 0.175 mW
  • Power per cell area: between 100 and 150 nW/um^2
  • Clk pwr share: 0.427
  • Combinational Power Share: 0.018
  • Total Power: 0.825 mW
  • IR drop worst, VDD: 0.102 mV
  • Flop pwr share: 0.555
  • Int Pwr: between 0.6 and 0.7 mW

Synth
  • Cells in synth_stat.txt: 684
  • Cell Type Count: 65
  • Average size of a mapped cell: 8.80 sq um
  • Mapped Cells: slightly below 700
  • YS warnings: 3
  • Synth Seq Share: 0.396
  • Area leader share: 0.306
  • Yosys stat area: between 6000 and 7000 sq um
  • Dominant cell type by area after synthesis: dfxtp_1
  • Post-synth EDFFs: 18
  • Synth top cell by count: nor2_1
  • Asr flop ratio synth: 0
  • Top cells, area: dfxtp_1 31%, edfxtp_1 9.0%, xnor2_1 7.0%
  • Top FF cell, synth: dfxtp_1
  • Post-synth top cells: 104 x nor2_1, 92 x dfxtp_1, 62 x nand2_1, 48 x xnor2_1, 32 x ha_1
  • Synthesized area: 6020 sq um
  • Flops out of synthesis: 110

Timing
  • FMAX: 0.246 GHz
  • Count of final hold-check violations: 0
  • RSZ-0062 raised after global routing: no
  • Final hold slack: 0.478 ns
  • Slew of the pin with the lowest slew margin: between 0.8 and 0.9 ns
  • Final Skew: 0.00701 ns
  • Cycle use final: 0.415
  • Setup TNS: 0 ns
  • Min Clock Period, post-route: slightly above 4 ns
  • Slew HR: 0.422
  • Max Slew Vio Count: 0
  • Setup violators final: 0

Setup path
  • Crit path DRT: just under 8 ns
  • CP max-delay cell: edfxtp_1
  • Setup crit end kind: output port
  • CP arrival: around 2.1 ns
  • CP top delay family: AND-OR/OR-AND gates
  • Max FO, Critical Path: 10
  • Cells on worst reg2reg path: 8
  • Crit. path cell count: 4
  • Crit path kind: flop to output port
  • CP Buf/Inv Count: 1
  • CP Launch Type: flop
  • Worst path cell trace: ha_1, a222oi_1, a21oi_1, clkdlybuf4s50_1
  • Worst R2R Setup Slack: 6.29 ns
  • CP peak stage delay: ~0.46 ns

Global routing
  • Largest net degree at the start of global routing: 37
  • Grt total ovfl: 0
  • Vias in the first global route: around 4,200
  • Gr usage total: 0.207
  • Initial antenna violation count: 0
  • First-pass GRT wire length: 20,400 um

Placed design
  • GP Congestion: 0.878
  • IO Port Bufs: 29
  • DP HPWL: around 8500 um

Clock tree
  • Post-CTS setup repair buffer count: 0
  • Root buffer cell: clkbuf_16
  • TritonCTS buffer count: 9
  • CTS tree: yes
  • Total clock sinks: roughly 110
  • Post-CTS Hold Buffers: 0
  • Clock latency at the later pin of the worst-skew pair: approximately 0.35 ns
  • Clock-pin slew on the worst setup and hold paths: roughly 0.070 ns
  • CTS Buffer Depth: 2
  • Cts repair resizes: 0
  • Max H-tree Level: 3

Floorplanning
  • Die area: 12,500 sq um
  • Row count: 39
  • Die width: 112 um
  • Area of the core: 11,600 sq um
  • I/O Pins: 30
  • Die Ht: 112 um
  • FP Core Util: 0.521

Final layout
  • Fillers: 989
  • Area growth syn-to-layout: 10.8%
  • Share of cells above drive strength 1: 0.0638

Drt
  • Final WL: 11,900 um
  • Antenna viol nets, final: 0
  • WL met2: 4840 um
  • Iteration-0 DRC Markers: roughly 400
  • Diode count: 0
  • Met3 WL: around 520 um
  • Via count: 4,644
  • Vias per cell: 5.48
  • DRC viols: 0
  • Top layer in use: met4
  • First-pass DRT Iterations: 16
  • Met1 WL: 6470 um
  • WL/cell: 14.1 um

Hold path
  • Hold-critical path depth: 1
  • Hold Path Class: flop to flop

Run
  • Max_cap viols: 0
  • Log Warnings: approximately 50
layout by cell type, fill, tap and decap left out, drive strengths merged, types with 4 or more instances in the layout:
master,netlist,routed
nor4b,5,5
edfxtp,18,18
and4,5,5
a22oi,11,11
clkbuf,20,11
dfxtp,92,92
nand2,62,62
a222oi,7,7
nand2b,4,4
a211oi,4,4
a31oi,4,4
nand4,20,20
nor2,106,106
buf,9,5
nor2b,12,12
xnor2,48,48
clkdlybuf4s50,0,29
a21oi,25,25
nor3,11,11
nor4,12,12
nand3,26,26
a22o,5,5
o21ai,25,25
and2,4,4
xor2,23,23
mux2i,8,8
ha,32,32
inv,29,31
o21a,4,4
and3,8,8
worst register-to-register path, delay by kind of cell (launching register included):
kind | cells | cell delay [ns]
flops | 1 | 0.47
simple gates | 3 | 1.01
buf+inv | 1 | 0.44
compound gates | 4 | 1.22
per-layer routing:
layer / track usage / vias up
met5: 0 / -
met1: 0.353 / 2131
met3: 0.0393 / 7
li1: - / 2427
met2: 0.292 / 79
met4: 0.0162 / 0
final cells by class:
| class | instances | area, sq um | area share |
|---|---|---|---|
| Multi-Input combinational cell | 516 | 3390 | 0.508 |
| Timing Repair Buffer | 34 | 328 | 0.0491 |
| Inverter | 29 | 109 | 0.0163 |
| Sequential cell | 110 | 2380 | 0.357 |
| Clock buffer | 11 | 243 | 0.0364 |
| Tap cell | 143 | 179 | 0.0268 |
| Clock inverter | 5 | 42.5 | 0.00637 |
cell families after synthesis:
kind of cell / Yosys count / share of synthesized area
AND-OR/OR-AND: 109 / 0.124
XOR/XNOR: 71 / 0.103
adder cells (fa/ha/maj): 32 / 0.0665
buffers and inverters: 58 / 0.0422
flip-flops: 110 / 0.396
multiplexers: 13 / 0.0264
AND/OR/NAND/NOR: 291 / 0.242
power groups by stage:
stage / clock network (mW) / logic, mW / registers [mW]
CTS: 0.363 / 0.0151 / 0.458
global route: 0.380 / 0.0166 / 0.458
finish: 0.352 / 0.0152 / 0.458
path summary, 6_finish.rpt:
check                               start                      end
setup / recovery      mdt.active_digit[0]                   seg[3]
hold / removal    mdt.refresh_counter[31]  mdt.refresh_counter[31]
setup reg to reg                     a[3]                   cnt[2]
hold reg to reg   mdt.refresh_counter[31]  mdt.refresh_counter[31]
stage by stage:
| stage | setup WS, ns | std cells | util | area [sq um] |
|---|---|---|---|---|
| 2_1_floorplan | 6.66 | 684 | - | 6020 |
| 3_3_place_gp | 6.09 | 832 | 0.552 | 6390 |
| 3_5_place_dp | 6.04 | 832 | 0.552 | 6390 |
| 4_1_cts | 5.74 | 848 | 0.577 | 6670 |
| 5_1_grt | 5.61 | 848 | 0.577 | 6670 |
| 6_report | 5.73 | 848 | 0.577 | 6670 |
state kept, by name, indices dropped and copies added (netlist names):
name	flops
cnt	16
mdt.converter0.seg	7
mdt.active_digit	2
mdt.converter3.seg	7
mdt.converter2.seg	7
mdt.converter1.seg	7
mdt.refresh_counter	32
a	32
Power is estimated from default activity; no workload was simulated.
