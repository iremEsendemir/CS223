$ cat design/flow/config.mk
export PLATFORM = sky130hd
export DESIGN_NAME = segment_display
export DESIGN_NICKNAME = segment_display
export VERILOG_FILES = /design/flow/design.v
export SDC_FILE = /design/flow/constraint.sdc
export NUM_CORES = 4
export LEC_CHECK = 1
export CORE_UTILIZATION = 40
export SYNTH_HDL_FRONTEND = slang
$ cat design/flow/run.sh
#!/bin/bash
# OpenROAD 26Q1-2900-gdf79404cd8, Yosys 0.63+post, stock flow scripts
make -C /OpenROAD-flow-scripts/flow DESIGN_CONFIG=/design/flow/config.mk WORK_HOME=/design/flow/orfs finish
$ cat design/flow/design.v
`timescale 1ns / 1ps
module bcd_to_7_segment(
    input logic clk,
    input logic [3:0] bcd,
    output logic [0:6] seg 
);
    always @(posedge clk) begin
        case(bcd)
        4'b0000: seg = 7'b0000001;  
        4'b0001: seg = 7'b1001111;  
        4'b0010: seg = 7'b0010010;  
        4'b0011: seg = 7'b0000110;  
        4'b0100: seg = 7'b1001100;  
        4'b0101: seg = 7'b0100100;  
        4'b0110: seg = 7'b0100000;  
        4'b0111: seg = 7'b0001111;  
        4'b1000: seg = 7'b0000000;  
        4'b1001: seg = 7'b0000100;  
        4'b1010: seg = 7'b0001000;  
        4'b1011: seg = 7'b1100000;  
        4'b1100: seg = 7'b0110001;  
        4'b1101: seg = 7'b1000010;  
        4'b1110: seg = 7'b0110000;  
        4'b1111: seg = 7'b0111000;  
        default: seg = 7'b1111111;
        endcase
    end
endmodule
`timescale 1ns / 1ps
module btn_debouncer(
    input logic clk, button,
    output logic buttonDebounced
);
    integer timer = 0;
    typedef enum logic [1:0] {idleState, debounceState, stabilizeState} stateType;
    stateType [1:0] state = idleState;
    always_ff @(posedge clk) begin
        case (state)
        idleState: begin
            buttonDebounced <= 0;
            if(button) begin
                state <= debounceState;
            end
        end
        debounceState: begin
            timer <= timer+1;
            if(timer >= 25000)begin
                timer <= 0;
                buttonDebounced <= 1;
                state <= stabilizeState;
            end
        end
        stabilizeState: begin
            buttonDebounced <= 0;
            if(~button) begin
                state <= idleState;
            end
        end
        endcase
    end
endmodule
`timescale 1ns / 1ps
module segment_display(
    input logic clk,
    input logic btnU,
    input logic btnR,
    input logic btnL,
    input logic [3:0][7:0] Tdatas,
    input logic [3:0][7:0] Rdatas,
    output logic [3:0]an,
    output logic [0:6]seg
);
    logic [0:6] showTorR;
    logic [0:6] showIndex;
    logic [3:0] data1;
    logic [3:0] data2;
    logic [0:6] showData1;
    logic [0:6] showData2;
    logic [3:0] index;
    logic isT;
    logic btnU_db;
    logic btnR_db;
    logic btnL_db;
    initial begin
        index <= 0;
        isT <= 1;
        data1[3:0] <= Tdatas[0][3:0];
        data2[3:0] <= Tdatas[0][7:4];
        btnU_db <= 0;
    end
    reg [1:0] active_digit = 0;
    integer refresh_counter = 0;
    always @(posedge clk) begin
        refresh_counter <= refresh_counter + 1;
        if (refresh_counter == 250000) begin
            refresh_counter <= 0;
            active_digit <= active_digit + 1;
            if (active_digit == 3) active_digit <= 0;
        end
    end
    always @(*) begin
        case (active_digit)
        2'b00: begin
        seg = showData1;
        an = 4'b1110;
        end
        2'b01: begin
        seg = showData2;
        an = 4'b1101;
        end
        2'b10: begin
        seg = showIndex;
        an = 4'b1011;
        end
        2'b11: begin
        seg = showTorR;
        an = 4'b0111;
        end
        endcase
    end
    always_ff@(posedge clk) begin
        if(btnU_db) begin
            isT <= ~isT;
        end
        if (btnR_db) begin
        if (index == 3)
            index <= 0;
        else
            index <= index + 1;
        end
        if (btnL_db) begin
            if (index == 0)
                index <= 3;
            else
                index <= index - 1;
        end
        if(isT)begin
            if(index != 3) begin
                showTorR <= 7'b1110000;
                data1 <= Tdatas[index][3:0];
                data2 <= Tdatas[index][7:4];
            end 
            else begin
                showTorR <= 7'b1110000;
                data1 <= Tdatas[3][3:0];
                data2 <= Tdatas[3][7:4];
            end
        end
        else begin
            showTorR <= 7'b1111010;
            data1 <= Rdatas[index][3:0];
            data2 <= Rdatas[index][7:4];
        end
    end 
    btn_debouncer b1(clk, btnU, btnU_db);
    btn_debouncer b2(clk, btnR, btnR_db);
    btn_debouncer b3(clk, btnL, btnL_db);
    bcd_to_7_segment bcd1(clk, index, showIndex);
    bcd_to_7_segment bcd2(clk, data1, showData1);
    bcd_to_7_segment bcd3(clk, data2, showData2);
endmodule
$ cat design/flow/constraint.sdc
current_design segment_display

set clk_period 4.1
set clk_io_pct 0.2

create_clock -name clk0 -period $clk_period [get_ports {clk}]

set non_clock_inputs [all_inputs -no_clocks]
set_input_delay [expr $clk_period * $clk_io_pct] -clock clk0 $non_clock_inputs
set_output_delay [expr $clk_period * $clk_io_pct] -clock clk0 [all_outputs]
==> qor.txt <==
Final hold vios: 0
Routed WL: 18500 um
Drc violations: 0
Bufs and invs on worst path: 1
Crit path required time: 3.28 ns
P per Cell Area: 671 nW/um^2
Max-Cap Viols: 0
CTS Buf Count: 17
Ports: 79
Clock Skew: 0.0141 ns
Period minus WS final: 2.93 ns
Setup crit start kind: flop
Worst-Skew Late Latency: 0.42 ns
Area post-placement: 10900 um^2
GP Congestion: 0.836
Synth Instances: 947
Chip width: 158 um
Grt ovf: 0
First-pass GRT wire length: 31300 um
FP Util: 41.1%
Final setup fails: 0
DR WL/cell: 13.7 um
Worst-margin pin slew: 0.884 ns
RSZ-0062 raised after global routing: no
Post-Layout Cell Count: 1353
Gate power share: 31.8%
Max FO, Critical Path: 7
Max VDD drop: 0.000464 V
Maximum buffer depth of the clock tree: 2
Post-CTS setup buffer count: 0
Total placed cells including tap cells: 1321
CP max-delay cell: edfxtp_1
Unique cell types: 58
P_leak: 4.10 nW
Final hold slack: 0.469 ns
Share of cells above drive strength 1: 7.83%
Period utilization: 71.4%
Tool warnings: 62
Setup TNS: 0 ns
Hold_buf cts: 0
Clock-pin transition on the worst setup and hold timing paths: 0.07 ns
Final setup margin: 1.17 ns
Routed vias: 6871
Iter 0 DRT Violations: 381
YS chip area: 9730 um^2
Total core area: 23700 um^2
Vias per inst: 5.08
Switching part of the total: 35.9%
Total Routing Usage GR: 16.3%
Port buffer count: 78
Ys async rst share: 0%
Initial antenna violation count: 0
Hold/Removal Path Class: reg2reg
Filler cells: 2147
Vias in the first global route: 6430
Cell row count: 56
Clock power share: 20.8%
Mapped Avg Cell Area: 10.3 um^2
CP Class: reg2out
P&R area growth vs syn: 17.9%
Worst Setup End Kind: primary output
Die height: 158 um
CTS tree: built
Gates resized, CTS repair: 0
Sequential power share: 47.3%
P_sw: 2.77 mW
CTS H-Tree Depth: 4
Root Driver: clkbuf_16
DRT antenna net count: 0
Max-Slew Margin vs Limit: 40.6%
Family with the most delay on the worst path: AND-OR/OR-AND gates
DP HPWL: 13200 um
Cell Chain, Critical Path: ha_1 -> a222oi_1 -> a21oi_1 -> clkdlybuf4s50_1
Seq share, synth: 47.3%
Yosys warns: 0
Worst path max stage delay: 0.46 ns
EDFF count, synth: 112
Main flop type: edfxtp_1
Peak Freq: 0.342 GHz
Synth flops: 174
Die area: 25000 um^2
# Cells Yosys: 947
Largest net degree at the start of global routing: 34
Pins Over Slew Limit: 0
Critical path arrival: 2.11 ns
Number of antenna diodes: 0
Clock sink count: 174
Post-route cell area: 11500 um^2
Status: completed
DP Worst Slack: 1.64 ns
First-pass DRT Iterations: 5
Syn Std Cell Area: 9730 um^2
Pint: 4.93 mW
[path summary, 6_finish.rpt]
check / cells after the start / start / slack (ns) / endpoint
min reg2reg: 0 / b1.buttonDebounced / 0.47 / isT
max reg2reg: 5 / b1.timer[15] / 1.75 / b1.timer[27]
max: 4 / active_digit[0] / 1.17 / seg[3]
min: 0 / b1.buttonDebounced / 0.47 / isT
[flip-flops by register name, indices dropped and copies added (netlist names), 2 cells and up]
register,count
b1.timer,32
b2.timer,32
b3.timer,32
refresh_counter,32
bcd1.seg,7
bcd2.seg,7
bcd3.seg,7
data1,4
data2,4
index,4
active_digit,2
b1.state,2
b2.state,2
b3.state,2
[metrics by stage]
step / utilization (%) / total power, mW
2_1_floorplan: - / 5.40
3_3_place_gp: 46.0 / 6.12
3_5_place_dp: 46.0 / 6.15
4_1_cts: 48.4 / 7.79
5_1_grt: 48.4 / 8.32
6_report: 48.4 / 7.70
[cell usage after synthesis, drive strengths merged, types with 20 or more instances]
master | instances | area, um^2
a21oi | 20 | 100
edfxtp | 112 | 3360
o21ai | 21 | 105
mux2i | 24 | 240
nand4 | 34 | 219
nor4 | 26 | 181
clkbuf | 26 | 98.8
dfxtp | 62 | 1240
ha | 46 | 576
xor2 | 63 | 552
xnor2 | 43 | 377
inv | 45 | 169
nor2 | 149 | 559
nand3 | 47 | 235
nand2 | 61 | 229
[placed cells by master (no fill, tap or decap), types with 4 or more instances in the layout]
cell type        count
a21oi_1             18
edfxtp_1           112
nor2_1             149
dfxtp_1             62
xor2_1              63
o21ai_0             20
and4_1              13
nor4_2               4
nand4_1             33
inv_6                4
o211ai_1             5
or2_2                4
nand2_1             61
nor3_1              18
o31ai_1              4
inv_1               45
and2_1               7
and3_1              11
mux4_2              19
or4_1                6
ha_1                46
nor2b_1             16
nand3_1             47
mux2i_1             24
clkdlybuf4s50_1     78
buf_4               10
clkbuf_16           17
nor4_1              22
o21a_1               8
xnor2_1             43
[metal layers]
layer	global-route usage [%]	wire length, um	vias to the layer above
met4	2.06	210	0
met1	26.3	9290	3206
li1	-	-	3562
met3	2.40	485	14
met2	25.1	8500	89
met5	0	0	-
[cells by family after synthesis]
group	share of synthesized area, %
fa+ha+maj	5.91
compound gates	5.61
xor+xnor	9.54
buf+inv	3.07
flops	47.3
simple gates	21.4
mux	7.21
[area by class of cell]
type                       count  area [um^2]  area share (%)
clock buffer                  19          433            3.77
timing repair buffer          88          856            7.46
sequential                   174         4600            40.1
inverter                      46          173            1.51
multi-input combinational    694         4850            42.3
clock inverter                13          155            1.35
tap                          319          399            3.48
[power groups by stage]
stage	Sequential (mW)	Clock [mW]	Combinational, mW
CTS	3.65	1.65	2.49
global route	3.78	1.72	2.81
finish	3.64	1.60	2.45
Power figures rest on the tool's default switching activity, not on a simulated workload.
