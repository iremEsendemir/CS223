==> /design/flow/config.mk <==
export PLATFORM = sky130hd
export DESIGN_NAME = RXBUF
export DESIGN_NICKNAME = RXBUF
export VERILOG_FILES = /design/flow/design.v
export SDC_FILE = /design/flow/constraint.sdc
export NUM_CORES = 4
export LEC_CHECK = 1
export CORE_UTILIZATION = 40
==> /design/flow/constraint.sdc <==
current_design RXBUF

set clk_period 3.4
set clk_io_pct 0.2

create_clock -name clk0 -period $clk_period [get_ports {clk}]

set non_clock_inputs [all_inputs -no_clocks]
set_input_delay [expr $clk_period * $clk_io_pct] -clock clk0 $non_clock_inputs
set_output_delay [expr $clk_period * $clk_io_pct] -clock clk0 [all_outputs]
==> /design/flow/design.v <==
`timescale 1ns / 1ps
module RXBUF(
    input logic clk,
    input logic rxbit,
    output logic done,
    output logic [7:0] led2,
    output logic [3:0][7:0] Rdatas
);
    typedef enum logic [1:0]{idle, receive, shift} tstate;
    tstate state;
    logic [3:0] bitcntr;
    logic clock_out;
    logic parity = 0;
    logic [8:0] takenValue;
    initial begin
        Rdatas <= 0;
    end
    clockDiv div(clk,clock_out);
    always_ff @(posedge clock_out) begin
        case (state)
        idle: begin
            done <= 1'b0;
            bitcntr <=0;
            if(!rxbit) begin
                state<=receive;
            end
        end
        receive: begin
            takenValue[bitcntr] <= rxbit;
            bitcntr<=bitcntr+1;
            if(bitcntr==8) begin
                done <= 1'b1;
                state <= shift;
            end
        end
        shift: begin
            Rdatas[3:1] <= Rdatas[2:0];
            parity <= ^takenValue;
            if(parity) Rdatas[0] <= takenValue[7:0];
            else Rdatas[0] <= 0;
            state <= idle;
        end
        endcase
    end
    assign led2 = Rdatas[3];
endmodule
`timescale 1ns / 1ps
module clockDiv(
    input logic clock_in,
    output logic clock_out
);
    parameter baud_rate = 9600;
    logic[27:0] counter;
    always @(posedge clock_in) begin
        counter <= counter + 1;
        if(counter>=(100_000_000)/baud_rate)begin
            counter <= 0;
            clock_out <= ~clock_out;
        end
    end
endmodule
==> /design/flow/run.sh <==
#!/bin/bash
# OpenROAD 26Q1-2900-gdf79404cd8, Yosys 0.63+post, stock flow scripts
make -C /OpenROAD-flow-scripts/flow DESIGN_CONFIG=/design/flow/config.mk WORK_HOME=/design/flow/orfs finish
==> metrics.yaml <==
outcome: "finished, final reports clean"
peakVddDrop_uv: 205.0
worst_pin_slew_ps: 680.6
chipArea_sq_um: 8411
place_ws_ps: 1617
clock-root-buffer: "clkbuf_8"
core-area_sq_um: 7767
die_h_microns: 91.71
cts_resized: 0
p_leak_nw: 1.284
hold_violations: 0
common_cells: "48 x edfxtp_1, 31 x dfxtp_1, 17 x inv_1, 12 x nand2_1, 9 x and2_1"
intPower_mw: 0.4955
syn_to_final_growth_pct: 18.66
synth-async-reset-ratio: 0
drive_gt1_frac: 0.06441
area_leaders: "edfxtp_1 45%, dfxtp_1 19%, ha_1 2.7%, xnor2_1 2.2%, inv_1 2.0%"
top_area_cell: "edfxtp_1"
grt_pass1_wl_microns: 7969
place.gp.congestion: 0.8544
ys_cells: 246
synthesis.area_sq_um: 3219
final_core_util: 0.4918
grt_max_degree: 52
die_x_microns: 91.71
rsz0062_at_grt: "no"
fin_crit_sh: 0.5291
crit_type: "flop to flop"
max_slew_margin: 0.5449
setup_ws_ps: 1601
clk_pin_slew_ps: 60
p_sw_mw: 0.1244
antenna_cells: 0
fin_setup_tns_ps: 0
ant_nets: 0
first_global_vias: 1754
ff_type: "edfxtp_1"
drc: 0
overflow: 0
setup_viol: 0
cts_buffers: 5
unclocked_regs: 50
power.clock.fraction: 0.418
drv_slew: 0
io_pins: 43
antenna_found_initial: 0
routed_via_density: 4.892
min_path_type: "flop to flop"
synthCells: 246
power.density_nw_per_um2: 162.3
cts.path.max_buffers: 2
synthDistinctLibCells: 51
endpoint_kind: "flop"
power_frac_comb: 0.010
edf_count: 48
tritoncts: "yes"
postRouteWirelength_microns: 4753
critical-path-max-stage-delay_ps: 590
hold_depth: 2
first_pass_iters: 4
wl_per_cell_microns: 11.97
syn_area_per_cell_sq_um: 13.09
yosysMostFrequentCell: "edfxtp_1"
yosysWarnings: 2
r2r_start: "div.counter[12]$_SDFF_PP0_"
r2r-end: "div.clock_out$_DFFE_PP_"
power_frac_seq: 0.572
untimed_endpoints: 138
crit_chain: "a211oi_1 > nand4_1 > a21o_1"
tool_warnings: 31
via_count: 1942
yosysChipArea_sq_um: 3219
htree_levels: 2
cts_hold_buffers: 0
hold-path-endpoint: "div.counter[13]$_SDFF_PP0_"
period_needed_ps: 1799
insertion_delay_ps: 270
maxCapViolCount: 0
cts_setup_buffers: 0
yosysSeqAreaShare: 0.6405
hp-start: "div.counter[13]$_SDFF_PP0_"
worstRegToRegCells: 3
critPathLaunchType: "flop"
fin_worst_skew_ps: 2.338
synth_top_area_share: 0.4477
arrival_ps: 1840
cp.required_ps: 3440
rrSetupSlack_ps: 1600
swShare: 0.2007
drt_iter0_drc: 98
num_rows: 32
slowest_stage: "nand4_1"
ys_ff: 79
clock.fmax_ghz: 0.5559
grt_usage: 0.1215
cp_max_fo: 15
post-dp-hpwl_microns: 3298
initCoreUtil: 0.4145
io_buffers: 42
logic make-up after synthesis:
logic type	synth area share
other cells	0.001165
compound gates	0.1088
xor+xnor	0.03692
mux	0.006995
simple gates	0.1271
fa+ha+maj	0.02720
buf+inv	0.05130
flops	0.6405
through the flow:
| step | hold WS [ps] | std cells | cell area (sq um) | total power [mW] |
|---|---|---|---|---|
| finish | 491.0 | 397 | 3820 | 0.6199 |
| floorplan | 458.5 | 259 | 3268 | 0.3641 |
| detailed placement | 479.4 | 389 | 3737 | 0.3682 |
| global route | 517.7 | 397 | 3820 | 0.6535 |
| CTS | 491.4 | 397 | 3820 | 0.6308 |
| global placement | 475.8 | 389 | 3737 | 0.3676 |
final cells by class:
| type | count | area, sq um |
|---|---|---|
| clock buffers | 6 | 72.57 |
| clock inverters | 2 | 10.01 |
| fillers | 715 | 3948 |
| inverters | 17 | 63.81 |
| multi-input cells | 146 | 1041 |
| flip-flops and latches | 79 | 2062 |
| well taps | 102 | 127.6 |
| repair buffers | 45 | 442.9 |
worst max-delay path, delay by kind of cell (launching register included):
kind	cells	cell delay (ps)
AOI/OAI and AO/OA	2	640
and+or+nand+nor	1	590
DFF	1	330
power groups by stage:
| stage | Sequential [mW] | Combinational (mW) | Clock, mW |
|---|---|---|---|
| 4_1_cts | 0.354 | 0.00628 | 0.270 |
| 6_report | 0.354 | 0.00617 | 0.259 |
| 5_1_grt | 0.355 | 0.00743 | 0.291 |
flip-flops by register name, indices dropped and copies added (netlist names):
register / count
Rdatas: 32
bitcntr: 4
div.clock_out: 1
div.counter: 28
done: 1
parity: 1
state: 3
takenValue: 9
worst max path at each step:
stage / cells after the start / endpoint / start / slack, ps
4_1_cts: 3 / div.clock_out$_DFFE_PP_ / div.counter[21]$_SDFF_PP0_ / 1600
5_1_grt: 3 / div.counter[9]$_SDFF_PP0_ / div.counter[12]$_SDFF_PP0_ / 1440
6_report: 3 / div.clock_out$_DFFE_PP_ / div.counter[12]$_SDFF_PP0_ / 1600
metal layers:
| layer | part of all wire | wire (microns) | track usage | up-vias |
|---|---|---|---|---|
| met3 | 0.037 | 174 | 0.02869 | 2 |
| met4 | 0.0027 | 13 | 0.009115 | 0 |
| met1 | 0.50 | 2390 | 0.1987 | 911 |
| li1 | - | - | - | 992 |
| met2 | 0.46 | 2175 | 0.1867 | 37 |
| met5 | 0 | 0 | 0 | - |
cell usage in the layout, fill, tap and decap left out, types with 2 or more instances in the layout:
cell type,n
a221oi_2,3
o22ai_1,3
clkbuf_8,5
or3_1,4
and2_1,9
ha_1,7
nor3_1,2
o221ai_1,3
dfxtp_1,31
nor2_1,4
nand4_1,4
or3b_1,2
clkdlybuf4s50_1,42
nand2_1,12
a211oi_1,6
nand4_2,2
nand3_1,6
a21o_1,3
clkinv_2,2
xnor2_1,8
inv_1,17
conb_1,14
mux2_1,2
buf_4,3
edfxtp_1,48
xor2_1,3
o21ai_0,8
o31ai_1,4
and3_1,2
a221oi_1,6
nor4_1,6
or4_1,4
No activity file was given, so power comes from the tool's default toggle rates.
